==> flow/design.v <==
`timescale 1ns/1ps
module fsm_moore(input clk, input rst_n, input [3:0] x, output reg z);
  localparam S0=2'b00,S1=2'b01,S2=2'b10,SACC=2'b11;
  reg [1:0] state,next;
  reg [3:0] A,B;
  wire [3:0] sum4 = A + B;
  wire [3:0] diff4 = A - B;
  wire m = (x==sum4) | (x==diff4);
  always @(posedge clk or negedge rst_n) begin
    if(!rst_n) begin
      state<=S0; A<=4'd0; B<=4'd0;
    end else begin
      state<=next;
      if(state==S0 || state==SACC) A<=x;
      if(state==S1) B<=x;
    end
  end
  always @* begin
    next=state;
    case(state)
      S0:   next=S1;
      S1:   next=S2;
      S2:   next = m ? SACC : S0;
      SACC: next=S1;
      default: next=S0;
    endcase
  end
  always @* z = (state==SACC);
endmodule
module fsm_mealy(input clk, input rst_n, input [3:0] x, output z);
  localparam S0=2'b00,S1=2'b01,S2=2'b10;
  reg [1:0] state,next;
  reg [3:0] A,B;
  wire [3:0] sum4 = A + B;
  wire [3:0] diff4 = A - B;
  assign z = (state==S2) & ((x==sum4) | (x==diff4));
  always @(posedge clk or negedge rst_n) begin
    if(!rst_n) begin
      state<=S0; A<=4'd0; B<=4'd0;
    end else begin
      state<=next;
      if(state==S0) A<=x;
      if(state==S1) B<=x;
    end
  end
  always @* begin
    next=state;
    case(state)
      S0: next=S1;
      S1: next=S2;
      S2: next=S0;
      default: next=S0;
    endcase
  end
endmodule
==> flow/run.sh <==
#!/bin/bash
# OpenROAD 26Q1-2900-gdf79404cd8, Yosys 0.63+post, stock flow scripts
make -C /OpenROAD-flow-scripts/flow DESIGN_CONFIG=/design/flow/config.mk WORK_HOME=/design/flow/orfs finish
==> flow/config.mk <==
export PLATFORM = sky130hd
export DESIGN_NAME = fsm_mealy
export DESIGN_NICKNAME = fsm_mealy
export VERILOG_FILES = /design/flow/design.v
export SDC_FILE = /design/flow/constraint.sdc
export NUM_CORES = 4
export LEC_CHECK = 1
export CORE_AREA = 10 10 70 70
export DIE_AREA = 0 0 80 80
==> flow/constraint.sdc <==
current_design fsm_mealy

set clk_period 2.4
set clk_io_pct 0.2

create_clock -name clk0 -period $clk_period [get_ports {clk}]

set non_clock_inputs [all_inputs -no_clocks]
set_input_delay [expr $clk_period * $clk_io_pct] -clock clk0 $non_clock_inputs
set_output_delay [expr $clk_period * $clk_io_pct] -clock clk0 [all_outputs]
==> flow_metrics.tcl <==
# metrics dict for downstream scripts
set metrics [dict create \
    first_pass_iters 2 \
    grt_first_pass_wirelength_mm 1.99 \
    areaGrowthSynthToFinish_pct 31.9 \
    viasPerCell 3.72 \
    ys_types 15 \
    grt_pass1_vias 471 \
    slowest_stage "fa_1" \
    r2r-start "state[0]" \
    yosysSeqAreaShare_pct 43.8 \
    cts_tree "done" \
    pin_count 7 \
    routedWlPerCell_um 9.67 \
    fin_crit_ns 2.40 \
    p_leak_nw 0.391 \
    core_um2 3420 \
    final_util_pct 24.4 \
    crit_path_end_kind "output pin" \
    vias 431 \
    cts_hold_buffers 0 \
    cts-root-buf "clkbuf_4" \
    path_cells "inv_2 > ha_2 > fa_1 > xnor2_2 > nor3_2 > a22o_1 > buf_2" \
    place.gp.congestion 0.832 \
    overflow 0 \
    vdd_ir_drop_max_v 0.000305 \
    cp.required_ns 1.92 \
    maxCapViolations 0 \
    hold_start "state[1]" \
    ys.flops 11 \
    finalSetupViolCount 0 \
    fmax_mhz 417 \
    p_per_area_nw_per_um2 405 \
    min_path_cells 0 \
    path_max_fanout 2 \
    cts_max_level 1 \
    crit_type "register to output pin" \
    comb_area_um2 353 \
    clk_pin_slew_ns 0.07 \
    slew_headroom_pct 66.9 \
    die_h_um 80 \
    track_usage_pct 3.82 \
    ys_cells 54 \
    hold_viol 0 \
    clock_path_buffers 2 \
    syn_inst 54 \
    tightest_slew_ns 0.494 \
    ys_warn_count 1 \
    clk_latency_ns 0.27 \
    routed_wl_mm 1.12 \
    crit_start "A[0]" \
    routed.top_layer "met3" \
    m1WireLength_um 580 \
    status "finished clean" \
    cts.sinks 11 \
    cts_buffers 3 \
    tool_warnings 30 \
    rows 21 \
    synthesis.area_um2 631 \
    fp.dieW_um 80 \
    met2_length_um 467 \
    placement.io_buffers 6 \
    drt_iter0_drc 41 \
    place_hpwl_um 889 \
    fillers 372 \
    slew_violations 0 \
    finClkSkew_ns 0.00131 \
    die_area_um2 6400 \
    critical_path_buf_inv_count 2 \
    stdcell_count 116 \
    met3WireLength_um 74 \
    fp_util_pct 18.5 \
    drive_gt1_share_pct 30.0 \
    arrival_ns 1.92 \
    drc 0 \
    path_delay_family "adder cells" \
    fin_tns_setup_ns 0 \
    min_path_type "register to register" \
    ff_latch_area_um2 277 \
    finalCritPeriodShare_pct 99.9 \
    yosys_area_um2 631 \
    grt_setup_unrepaired "yes" \
    crit_path_start_kind "register" \
    cp.depth 7 \
    grt_max_degree 12 \
    dp.cells 111 \
    synth.avg_cell_area_um2 11.7 \
    rr_worst_depth 1 \
    ant_nets 0 \
    antenna_found_initial 0 \
    num_antenna_cells 0 \
    slowest_delay_ns 0.45 \
]
==> cells by family after synthesis <==
kind of cell / share of synthesized area (%)
DFF: 43.8
xor gates and xnor gates: 13.9
buffers and inverters: 2.98
muxes: 7.14
AOI/OAI and AO/OA: 8.53
adders and majority gates: 18.3
and+or+nand+nor: 5.36
==> repair_timing <==
action / CTS / global route
pin swaps: 6 / 3
endpoints found under the setup margin: 1 / 1
setup buffers: 1 / 0
gates resized: 6 / 2
==> per-layer routing <==
layer,global-route usage [%],up-vias
met1,5.29,212
met5,0,-
li1,-,209
met3,1.70,0
met2,5.54,10
met4,0.352,0
==> layout make-up <==
| cell class | count | area share, % |
|---|---|---|
| repair buffers | 12 | 12.0 |
| well taps | 46 | 6.92 |
| flip-flops and latches | 11 | 33.2 |
| clock buffers | 4 | 3.16 |
| multi-input cells | 38 | 42.4 |
| inverters | 5 | 2.26 |
==> through the flow <==
| stage | power (mW) | setup WS [ns] | cell area, um^2 | hold WS [ns] |
|---|---|---|---|---|
| finish | 0.337 | 0.00195 | 832 | 0.375 |
| global route | 0.356 | -0.119 | 832 | 0.396 |
| detailed placement | 0.216 | -0.206 | 786 | 0.363 |
| CTS | 0.343 | -0.0922 | 820 | 0.378 |
| global placement | 0.215 | -0.171 | 786 | 0.362 |
| floorplan | 0.196 | 0.463 | 631 | 0.184 |
==> cells in the final DEF (no fill, tap or decap) <==
cell	instances
dfstp_2	1
nor3_2	2
xnor2_2	1
o21ai_0	4
buf_4	6
a22o_1	1
clkbuf_1	1
xor2_1	6
inv_2	1
clkdlybuf4s50_1	5
ha_2	2
buf_2	1
ha_1	4
clkbuf_4	3
o21bai_1	2
inv_1	4
nand2_1	5
dfrtp_1	10
fa_1	2
xnor2_1	3
mux2_2	4
a21oi_1	2
==> path summary, 6_finish.rpt <==
| kind | endpoint | slack (ns) |
|---|---|---|
| hold / removal | state[0] | 0.38 |
| hold reg to reg | state[0] | 0.38 |
| min in group asynchronous | A[1] | 0.55 |
| max in group asynchronous | state[0] | 1.50 |
| setup reg to reg | A[3] | 1.33 |
| setup / recovery | z | 0.002 |
==> report_power, final <==
| group | internal, mW | switching, mW |
|---|---|---|
| registers | 0.185 | 0 |
| logic | 0.0157 | 0.0122 |
| clock network | 0.0643 | 0.0590 |
==> cell usage after synthesis <==
master / n / area share [%]
ha_1: 6 / 12
xor2_1: 6 / 8.3
inv_1: 5 / 3.0
a22o_1: 1 / 1.4
mux2_2: 4 / 7.1
o21bai_1: 2 / 2.4
nand2_1: 5 / 3.0
dfrtp_1: 10 / 40
xnor2_1: 4 / 5.6
o21ai_0: 4 / 3.2
nor3_2: 1 / 1.6
dfstp_2: 1 / 4.2
fa_1: 2 / 6.3
nor3_1: 1 / 0.79
a21oi_1: 2 / 1.6
==> registers in the layout, summed over array words and instances, names as in the netlist <==
register,cells
state,3
B,4
A,4
No activity file was given, so power comes from the tool's default toggle rates.
