File: design/flow/design.v
`timescale 1ns / 1ns
`timescale 1ns/1ns
module machineDispense (
  input  wire clk,
  input  wire reset_n,           
  input  wire Nickel,            
  input  wire Dime,              
  input  wire Quarter,           
  output reg  Dispense,
  output reg  ReturnNickel,
  output reg  ReturnDime,
  output reg  ReturnTwoDimes
);
  parameter S0   = 4'd0;   
  parameter S5   = 4'd1;   
  parameter S10  = 4'd2;   
  parameter S15  = 4'd3;   
  parameter S20  = 4'd4;   
  parameter P25  = 4'd5;   
  parameter P30  = 4'd6;   
  parameter P35  = 4'd7;   
  parameter P40  = 4'd8;   
  parameter P45  = 4'd9;   
  reg [3:0] state, nextstate;
  always @(posedge clk or negedge reset_n) begin
    if (!reset_n) state <= S0;
    else          state <= nextstate;
  end
  always @* begin
    nextstate = state;
    Dispense = 1'b0;
    ReturnNickel = 1'b0;
    ReturnDime   = 1'b0;
    ReturnTwoDimes = 1'b0;
    case (state)
      S0:  begin
              if      (Nickel)  nextstate = S5;
              else if (Dime)    nextstate = S10;
              else if (Quarter) nextstate = P25;
            end
      S5:  begin
              if      (Nickel)  nextstate = S10;
              else if (Dime)    nextstate = S15;
              else if (Quarter) nextstate = P30;
            end
      S10: begin
              if      (Nickel)  nextstate = S15;
              else if (Dime)    nextstate = S20;
              else if (Quarter) nextstate = P35;
            end
      S15: begin
              if      (Nickel)  nextstate = S20;
              else if (Dime)    nextstate = P25;    
              else if (Quarter) nextstate = P40;    
            end
      S20: begin
              if      (Nickel)  nextstate = P25;    
              else if (Dime)    nextstate = P30;    
              else if (Quarter) nextstate = P45;    
            end
      P25: begin
              Dispense = 1'b1;
              nextstate = S0;
            end
      P30: begin
              Dispense = 1'b1; ReturnNickel = 1'b1;  
              nextstate = S0;
            end
      P35: begin
              Dispense = 1'b1; ReturnDime = 1'b1;    
              nextstate = S0;
            end
      P40: begin
              Dispense = 1'b1; ReturnDime = 1'b1; ReturnNickel = 1'b1;  
              nextstate = S0;
            end
      P45: begin
              Dispense = 1'b1; ReturnTwoDimes = 1'b1;  
              nextstate = S0;
            end
      default: nextstate = S0;
    endcase
  end
endmodule
module clockdivider(
  input  wire in_clk,
  input  wire reset_n,    
  output reg  out_clk
);
  reg [24:0] counter;
  always @(posedge in_clk or negedge reset_n) begin
    if (!reset_n) begin
      counter <= 25'd0;
      out_clk <= 1'b0;
    end else begin
      counter <= counter + 25'd1;
      if (counter == 25'd0)    
        out_clk <= ~out_clk;
    end
  end
endmodule
`timescale 1ns/1ns
module top_machine (
  input  wire clk,      
  input  wire btnC,     
  input  wire btnL,     
  input  wire btnU,     
  input  wire btnR,     
  output wire [3:0] led
);
  wire slow_clk;
  wire reset_n = ~btnC;
  clockdivider u_div (
    .in_clk (clk),
    .reset_n(reset_n),
    .out_clk(slow_clk)
  );
  reg [1:0] syncN, syncD, syncQ;
  reg prevN, prevD, prevQ;
  always @(posedge slow_clk or negedge reset_n) begin
    if (!reset_n) begin
      syncN <= 2'b00; syncD <= 2'b00; syncQ <= 2'b00;
      prevN <= 1'b0;  prevD <= 1'b0;  prevQ <= 1'b0;
    end else begin
      syncN <= {syncN[0], btnL};
      syncD <= {syncD[0], btnU};
      syncQ <= {syncQ[0], btnR};
      prevN <= syncN[1];
      prevD <= syncD[1];
      prevQ <= syncQ[1];
    end
  end
  wire Nickel_pulse  =  syncN[1] & ~prevN;
  wire Dime_pulse    =  syncD[1] & ~prevD;
  wire Quarter_pulse =  syncQ[1] & ~prevQ;
  wire Dispense, ReturnNickel, ReturnDime, ReturnTwoDimes;
  machineDispense u_fsm (
    .clk           (slow_clk),
    .reset_n       (reset_n),
    .Nickel        (Nickel_pulse),
    .Dime          (Dime_pulse),
    .Quarter       (Quarter_pulse),
    .Dispense      (Dispense),
    .ReturnNickel  (ReturnNickel),
    .ReturnDime    (ReturnDime),
    .ReturnTwoDimes(ReturnTwoDimes)
  );
  assign led[0] = Dispense;
  assign led[1] = ReturnNickel;
  assign led[2] = ReturnDime;
  assign led[3] = ReturnTwoDimes;
endmodule
File: design/flow/config.mk
export PLATFORM = sky130hd
export DESIGN_NAME = top_machine
export DESIGN_NICKNAME = top_machine
export VERILOG_FILES = /design/flow/design.v
export SDC_FILE = /design/flow/constraint.sdc
export NUM_CORES = 4
export LEC_CHECK = 1
export CORE_UTILIZATION = 50
File: design/flow/constraint.sdc
current_design top_machine

set clk_period 5.5
set clk_io_pct 0.2

create_clock -name clk0 -period $clk_period [get_ports {clk}]

set non_clock_inputs [all_inputs -no_clocks]
set_input_delay [expr $clk_period * $clk_io_pct] -clock clk0 $non_clock_inputs
set_output_delay [expr $clk_period * $clk_io_pct] -clock clk0 [all_outputs]
File: design/flow/run.sh
#!/bin/bash
# OpenROAD 26Q1-2900-gdf79404cd8, Yosys 0.63+post, stock flow scripts
make -C /OpenROAD-flow-scripts/flow DESIGN_CONFIG=/design/flow/config.mk WORK_HOME=/design/flow/orfs finish
==> qor.csv <==
stage;metric;value;unit
run_status;outcome;finished clean;
detailed_routing;Final ANT Viol Nets;0;
global_routing;initial antenna violation count;0;
critical_path;Max FO, Critical Path;6;
cells_and_area;Comb area;661;µm²
placed_design;GPL Wtd Cong;0.797;
floorplan;die outline width;62.9;µm
cells_and_area;layout cell share with drive strength beyond 1;0.0710;
sta;Min Clock Period, post-route;1.64;ns
synth;Yosys cell types;27;
critical_path;Critical Path RT;5.65;ns
synth;Synth warnings;3;
floorplan;Ports;9;
clocking;post-CTS repair timing setup buffer count;0;
clocking;TritonCTS clock tree;done;
synth;YS chip area;0.00186;mm²
sta;RSZ-0062 raised after global routing;false;
sta;Layout Skew;0.00178;ns
worst_hold_path;worst hold path class;register to register;
critical_path;critical path class;register to register;
clocking;CTS Buf Count;3;
floorplan;site row count;21;
sta;endpoints failing setup;0;
synth;Top-area cell share;0.593;
sta;Fmax achieved;609;MHz
critical_path;worst reg2reg endpoint;u_div.counter[24];
global_routing;GRT Total Usage;0.153;
global_routing;vias in the first global route;992;
sta;TNS Setup;0;ns
placed_design;Cell Area, Placed;0.00196;mm²
detailed_routing;via count;1085;
critical_path;CP endpoint;u_div.counter[24];
sta;Slew HR;0.647;
power_and_ir_drop;overall power;0.000301;W
synth;# Cells Yosys;149;
detailed_routing;antenna cells;0;
synth;Seq share, synth;0.608;
floorplan;die height;62.9;µm
synth;Synth Instances;149;
power_and_ir_drop;worst ir drop on vdd;0.000124;V
synth;Mean Syn Cell Area;12.5;µm²
detailed_routing;via/cell ratio;5.40;
detailed_routing;final wirelength;2540;µm
sta;worst slew pin tran;0.529;ns
synth;Yosys reg bits;45;
clocking;CTS root buf;clkbuf_8;
cells_and_area;post-route cell area;0.00200;mm²
cells_and_area;Top cell excl fill/tap;dfrtp_1;
synth;post-synthesis cell area;0.00186;mm²
critical_path;Startpoint Class;register;
critical_path;CP startpoint;u_div.counter[1];
critical_path;internal reg-to-reg setup slack;3.86;ns
cells_and_area;Area Overhead vs Synth;8.02;%
synth;area leader, netlist;dfrtp_1;
detailed_routing;drt first pass iters;6;
floorplan;Die ar.;0.00396;mm²
power_and_ir_drop;pwr dens;150;mW/mm²
clocking;CTS max path bufs;2;
sta;final hold viol count;0;
detailed_routing;DRT iter0 DRCs;68;
power_and_ir_drop;leak pwr;0.995;nW
floorplan;Core ar.;0.00344;mm²
cells_and_area;dominant logic cell types in the final layout;dfrtp_1, xnor2_1, nand3_1;
flow_run;Log Warnings;26;
clocking;H-Tree Depth;1;
critical_path;R2R Path Start;u_div.counter[1];
sta;Period Utilization, post-route;0.299;
clocking;# hold bufs at CTS;0;
placed_design;HPWL Detailed;1860;µm
critical_path;R2R cell count;5;
clocking;CTS clock-pin slew for the worst setup and hold paths;0.08;ns
critical_path;Worst EP arrival;1.79;ns
placed_design;I/O Buffers;8;
critical_path;Crit. End Element;register;
clocking;Worst-Skew Late Latency;0.26;ns
sta;Slew Limit Fails;0;
sta;register pins left without a clock;19;
detailed_routing;drt drc;0;
cells_and_area;Storage cell area;0.00113;mm²
global_routing;largest net degree at the start of global routing;46;
global_routing;GR Overflow Total;0;
global_routing;first-pass GRT wire length;4630;µm
flow_run;max-cap violations;0;
synth;Top area cell types;dfrtp_1, xnor2_1, xor2_1;
clocking;Gates resized, CTS repair;0;
sta;endpoints left unconstrained;23;
detailed_routing;DR WL/cell;12.6;µm
floorplan;FP Util;0.539;
cells_and_area;fill cell count;277;
## power by group
part	leakage, nW	internal (W)	total (W)	switching [W]
clock	0.0216	0.0000489	0.000101	0.0000517
sequential	0.591	0.000191	0.000191	0
combinational	0.383	0.00000295	0.00000910	0.00000614
total	0.995	0.000243	0.000301	0.0000579
## registers in the layout, indices dropped and copies added, names as in the netlist, 2 cells and up
name           count
syncQ              2
syncN              2
syncD              2
u_fsm.state       10
u_div.counter     25
## metal layers
metal / global-route usage / share of wire / vias to the layer above
li1: - / - / 522
met1: 0.276 / 0.53 / 533
met2: 0.215 / 0.42 / 28
met3: 0.0333 / 0.044 / 2
met4: 0.00291 / 0.0024 / 0
met5: 0 / 0 / -
## synthesized netlist by cell type, drive strengths merged
library cell   n
a21o           1
a222oi         4
a22o           2
and2           3
and3           3
and4           1
buf            4
clkbuf         2
dfrtp         44
dfstp          1
ha             2
inv            8
nand2          7
nand3         11
nand4          6
nor2           6
nor2b          5
nor3           2
nor3b          1
nor4           7
nor4b          1
or2            3
or4            1
xnor2         16
xor2           8
## through the flow
stage	util	setup slack, ns	hold slack (ns)	instances
after floorplan	-	3.34	0.447	149
after global placement	0.570	3.56	0.462	198
after detailed placement	0.570	3.54	0.471	198
after CTS	0.582	3.84	0.491	201
after global routing	0.582	3.69	0.514	201
final	0.582	3.86	0.492	201
## final cells by class
cell class                      count  area share
Clock buffer                        3      0.0206
Inverter                            8      0.0150
Multi-Input combinational cell     90       0.330
Sequential cell                    45       0.562
Tap cell                           46      0.0287
Timing Repair Buffer                9      0.0437
## cells by family after synthesis
group           after synthesis  synth area share
xor+xnor                     24             0.113
simple gates                 57             0.194
compound gates                7            0.0351
flops                        45             0.608
fa+ha+maj                     2            0.0135
buf+inv                      14            0.0364
## worst min-delay path by stage
stage / startpoint / to / cells past startpoint
after CTS: u_div.counter[24] / u_div.counter[24] / 1
after global routing: u_div.counter[24] / u_div.counter[24] / 1
final: u_div.counter[24] / u_div.counter[24] / 1
## critical path, cell delays in order (launching register included)
cell and delay (ns):
dfrtp_1 0.40, ha_1 0.19, nand3_1 0.25, nor4_4 0.37, nand4_1 0.17, xnor2_1 0.16
Power figures rest on the tool's default switching activity, not on a simulated workload.
